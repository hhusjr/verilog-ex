`run.sh`:
```
#!/bin/bash
# OpenROAD 26Q1-2900-gdf79404cd8, Yosys 0.63+post, stock flow scripts
make -C /OpenROAD-flow-scripts/flow DESIGN_CONFIG=/design/flow/config.mk WORK_HOME=/design/flow/orfs finish
```
`config.mk`:
```
export PLATFORM = sky130hd
export DESIGN_NAME = period_wave
export DESIGN_NICKNAME = period_wave
export VERILOG_FILES = /design/flow/design.v
export SDC_FILE = /design/flow/constraint.sdc
export NUM_CORES = 4
export LEC_CHECK = 1
export CORE_AREA = 10 10 72 72
export DIE_AREA = 0 0 82 82
```
`constraint.sdc`:
```
current_design period_wave

set clk_period 2.4
set clk_io_pct 0.2

create_clock -name clk0 -period $clk_period [get_ports {F10M}]

set non_clock_inputs [all_inputs -no_clocks]
set_input_delay [expr $clk_period * $clk_io_pct] -clock clk0 $non_clock_inputs
set_output_delay [expr $clk_period * $clk_io_pct] -clock clk0 [all_outputs]
```
`design.v`:
```
`timescale 1ns / 1ps
module period_wave(F10M, RST, FW);
    input F10M, RST;
    output reg FW;
    reg [8:0] count;
    always @(posedge F10M) begin
        if (RST || count == 499) begin
            FW <= 0;
            count <= 0;
        end else begin
            FW <= count >= 200 && count <= 299;
            count <= count + 1;
        end
    end
endmodule
```
==> flow_summary.toml <==
# yosys + openroad results
[outcome]
outcome = "finished clean"

[clock_network]
numCtsBuffers = 3
clock_latency_ps = 230
post_cts_resized = 0
cts_max_level = 1
numClockSinks = 10
ctsRootBufferMaster = "clkbuf_8"
cts_buffer_depth = 2
cts_hold_buf = 0
cts_tree = "built"
path_clk_slew_ps = 50
cts_setup_buffers = 0

[routing]
postRouteWirelength_mm = 1.03
vias = 413
drc = 0
drt_first_iter_violations = 65
vias_per_cell = 3.90
antenna_cells = 0
wire_per_inst_um = 9.67
antenna_left = 0
firstDrtPassIters = 4

[sta]
maxSlewHeadroom = 0.754
setup_violations = 0
timing.fmax_mhz = 673
finalCritPeriodShare = 0.619
finalHoldViolations = 0
fin_crit_ps = 1490
tightest_slew_ps = 366
fin_skew_ps = 0.904
tns_ps = 0
rsz0062_at_grt = "no"
drv_slew = 0

[worst_setup_path]
rr_worst_depth = 4
r2r-end = "count[6]$_SDFF_PP0_"
cpPeakStageDelay_ps = 460
worst-path-buf-inv = 1
path_cells = "clkdlybuf4s50_1"
worstPathRequired_ps = 1920
worstPathArrival_ps = 1010
cp-start-kind = "register"
cp_max_fo = 1
r2r_setup_slack_ps = 1000
r2r-start = "count[0]$_SDFF_PP0_"
critPathCaptureType = "output port"
worst_path_max_delay_cell = "clkdlybuf4s50_1"
worstSetupPathType = "register to output port"
worst_path_dominant_cell_family = "buffers and inverters"

[die]
dieArea_um2 = 6720
dieWidth_um = 82
design.core.area_um2 = 3690
die.size.y_um = 82
fp_util = 0.129
std_cell_rows = 22
boundaryPins = 3

[layout]
fillers = 415
finalNonFillerCells = 106
lay_top_count = "dfxtp_1"
syn2layout_area_growth_pct = 27.4
regArea_um2 = 200
final_layout_size_suffix_gt1_frac = 0.121
lay_top_cells = "dfxtp_1 (10), nor2_1 (9), xor2_1 (5)"
combGateArea_um2 = 259

[synth]
compound_area_frac = 0.137
synthTopLogicFamily = "simple AND/OR/NAND/NOR gates"
ys.flops = 10
ys_types = 25
area_leaders = "dfxtp_1 (42%), xor2_1 (9.2%), nor2_1 (7.1%)"
syn_inst = 53
synth-area-yosys_um2 = 475
synth.cellmix.simpleShare = 0.245
yosys.area.top_type = "dfxtp_1"
syn_avg_cell_area_um2 = 8.97
yosys_warnings = 1
ys_seq_share = 0.421
xor_share = 0.111
yosys_cells = 53
muxShareOfSynthArea = 0
synth_area_um2 = 475
top_area_frac = 0.421
synth.cellmix.adderShare = 0.0526

[place]
place_congestion = 0.825
portBuffers = 2
dp.cells = 102
place_hpwl_um = 679

[worst_hold_path]
holdPathEnd = "count[0]$_SDFF_PP0_"
hold_path_depth = 1
min-delay-start = "count[0]$_SDFF_PP0_"
hold_class = "register to register"

[power_and_ir_drop]
powerDensity_nw_per_um2 = 657
p_leak_nw = 0.237
peakVddDrop_mv = 0.153

[global_routing]
grt_pass1_wl_mm = 1.53
grt_start_max_net_pins = 10
grt_pass1_vias = 330
overflow = 0
grt_use_total = 0.0281
antenna_found_initial = 0

[job]
warnings = 27
cap_violations = 0
==> final cells by class <==
class,count,share of cell area
Inverter,3,0.0186
Tap cell,48,0.0992
Sequential cell,10,0.331
Clock buffer,4,0.0909
Multi-Input combinational cell,39,0.428
Timing Repair Buffer,2,0.0331
==> metal layers <==
metal,track usage,share of wire
met1,0.0390,0.48
met2,0.0368,0.42
met3,0.0132,0.079
met4,0.0102,0.021
met5,0,0
==> flip-flops by register name (all words and copies together), names as in the netlist <==
| signal | count |
|---|---|
| count | 9 |
| FW | 1 |
==> cells by family (layout without fill, tap and decap cells) <==
kind of cell | after synthesis | in the layout
xor gates and xnor gates | 6 | 6
adders and majority gates | 2 | 2
AOI/OAI and AO/OA | 8 | 8
and+or+nand+nor | 23 | 23
buffers and inverters | 4 | 9
DFF | 10 | 10
==> Yosys cell counts (all sizes together) <==
| cell type | n |
|---|---|
| a211o | 1 |
| a211oi | 1 |
| a21o | 1 |
| a21oi | 1 |
| a31oi | 1 |
| a32o | 1 |
| a41o | 1 |
| and2 | 1 |
| and3 | 1 |
| and4 | 1 |
| buf | 1 |
| dfxtp | 10 |
| ha | 2 |
| inv | 3 |
| nand2 | 4 |
| nand3 | 2 |
| nand4 | 1 |
| nand4b | 1 |
| nor2 | 9 |
| nor4 | 1 |
| o21ai | 1 |
| or3 | 2 |
| xnor2 | 1 |
| xor2 | 5 |
==> worst max-delay path by stage <==
stage         to          start  depth (start not counted)  slack [ps]
CTS           FW  FW$_SDFF_PP0_                          1         890
global route  FW  FW$_SDFF_PP0_                          1         850
finish        FW  FW$_SDFF_PP0_                          1         910
==> power by group <==
part,total (W),switching (W),internal [W],leakage [nW]
logic,0.0000152,0.00000804,0.00000714,0.127
registers,0.000178,0.00000664,0.000171,0.0812
clock network,0.000205,0.0000613,0.000144,0.0288
total,0.000398,0.0000759,0.000322,0.237
==> through the flow <==
step	power, W	hold WS [ps]	setup slack [ps]	utilization	cell area (um2)
global placement	0.000195	492	889	0.149	551
floorplan	0.000190	449	1190	-	475
detailed placement	0.000196	504	860	0.149	551
CTS	0.000404	517	889	0.164	606
global route	0.000415	546	854	0.164	606
finish	0.000398	518	914	0.164	606
Power figures rest on the tool's default switching activity, not on a simulated workload.
