--- flow/run.sh ---
#!/bin/bash
# OpenROAD 26Q1-2900-gdf79404cd8, Yosys 0.63+post, stock flow scripts
make -C /OpenROAD-flow-scripts/flow DESIGN_CONFIG=/design/flow/config.mk WORK_HOME=/design/flow/orfs finish
--- flow/design.v ---
`timescale 1ns / 1ps
module comparator_8b(a, b, c);
    input [7:0] a;
    input [7:0] b;
    output reg c;
    always @(a or b) begin
        c = a > b ? 1 : 0;
    end
endmodule
--- flow/config.mk ---
export PLATFORM = sky130hd
export DESIGN_NAME = comparator_8b
export DESIGN_NICKNAME = comparator_8b
export VERILOG_FILES = /design/flow/design.v
export SDC_FILE = /design/flow/constraint.sdc
export NUM_CORES = 4
export LEC_CHECK = 1
export CORE_AREA = 10 10 70 70
export DIE_AREA = 0 0 80 80
--- flow/constraint.sdc ---
current_design comparator_8b

set clk_period 2.0
set clk_io_pct 0.2

create_clock -name clk0 -period $clk_period

set non_clock_inputs [all_inputs -no_clocks]
set_input_delay [expr $clk_period * $clk_io_pct] -clock clk0 $non_clock_inputs
set_output_delay [expr $clk_period * $clk_io_pct] -clock clk0 [all_outputs]
==> flow_metrics.tcl <==
# implementation run metrics
set metrics [dict create \
    outcome "complete, no violations" \
    insertedDiodeCount 0 \
    p_int_uw 60.2 \
    path_class "in -> out" \
    grt_max_degree 4 \
    grt_pass1_wl_mm 1.37 \
    first_pass_iters 2 \
    maxCapViolCount 0 \
    syn_to_final_growth_pct 150 \
    swShare 0.414 \
    p_per_area_nw_per_um2 190 \
    whs_path_depth 6 \
    fp_util 0.0634 \
    ff_count 0 \
    grt.total_usage 0.0259 \
    grt_overflow 0 \
    wire_per_inst_microns 9.18 \
    top_cell_area_share 0.462 \
    met3_usage 0.0136 \
    yosysChipArea_sq_um 216 \
    yosysWarnings 1 \
    power_frac_comb 1.000 \
    ioPinCount 17 \
    chip_area_sq_um 6400 \
    rows 21 \
    final.period_utilization 0.954 \
    use_met1 0.0376 \
    warnings 32 \
    crit_path_start "a[1]" \
    yosys_cells 27 \
    die-width_microns 80 \
    end_kind "output pin" \
    avgSynthCellArea_sq_um 8.02 \
    slew_viol_final 0 \
    grt_antenna_before_repair 0 \
    fin_crit_ps 1910 \
    max_freq_mhz 524 \
    rsz0062_at_grt "no" \
    coreArea_sq_um 3420 \
    slew_headroom 0.907 \
    regArea_sq_um 0 \
    fin_setup_tns_ps 0 \
    switchingPower_uw 42.6 \
    max-vdd-ir-drop_mv 0.0578 \
    arrival_ps 1510 \
    yosys.stat.seqShare 0 \
    top_area_cell "ha_1" \
    tightestPinTransition_ps 140 \
    drt_iter0_drc 2 \
    synth_cell_types 11 \
    ant_nets 0 \
    pwr-share-clk 0 \
    vias_per_cell 2.67 \
    crit_required_ps 1600 \
    synthCells 27 \
    crit_path_max_fanout 2 \
    cp-endpoint "c" \
    start_kind "input pin" \
    die_y_microns 80 \
    first_global_vias 283 \
    top_cells_by_count "ha_1 (8), inv_1 (8), a21oi_1 (3)" \
    power.leakage_uw 0.000235 \
    gp_congestion 0.856 \
    hpwl_microns 677 \
    drc_errors 0 \
    synth_area_sq_um 216 \
    min_path_type "in -> out" \
    clock_buffers 0 \
    finalSetupViolations 0 \
    top_cells_by_area "ha_1 (46%), inv_1 (14%), a21oi_1 (6.9%)" \
    grt-busiest-layer "met1" \
    finalHoldViolCount 0 \
    drive_above_1_share 0.523 \
    vias 240 \
    drt_wl_total_microns 826 \
    seq_power_share 0 \
    grt_util_met2 0.0345 \
    portBuffers 17 \
    fin_util 0.158 \
]
## power by group through the flow
stage         clock network (uW)  logic (uW)  registers [uW]
CTS                            0         104               0
global route                   0         116               0
finish                         0         103               0
## metrics by stage
step | instance area, sq um | hold slack (ps) | instances | power, uW | setup WS [ps]
floorplan | 216 | 1110 | 27 | 36.5 | 463
global placement | 444 | 2110 | 90 | 78.9 | -515
detailed placement | 444 | 2100 | 90 | 81.5 | -534
CTS | 533 | 1490 | 90 | 104 | 2.20
global route | 541 | 1460 | 90 | 116 | 8.10
finish | 541 | 1400 | 90 | 103 | 92.9
## cells by family after synthesis
| logic type | after synthesis | synth area share |
|---|---|---|
| buf+inv | 8 | 0.139 |
| compound gates | 7 | 0.231 |
| simple gates | 4 | 0.168 |
| fa+ha+maj | 8 | 0.462 |
## timing repair
action / 4_1_cts / 5_1_grt
gates resized: 37 / 3
setup buffers: 0 / 0
setup endpoints to repair: 1 / 1
hold buffers: 0 / 0
pin swaps: 12 / 1
## area by class of cell
class                           count  area (sq um)
Fill cell                         381          2880
Tap cell                           46          57.6
Inverter                            8          30.0
Timing Repair Buffer               17           156
Multi-Input combinational cell     19           297
## critical path, cell delays in order
cell and delay (ps):
dlygate4sd2_1 260, ha_4 240, nor2b_4 120, o211ai_2 140, a21oi_2 70, o22a_1 160
buf_2 120
## placed cells by master, fill, tap and decap left out
| cell type | count |
|---|---|
| dlygate4sd2_1 | 13 |
| inv_2 | 7 |
| ha_4 | 7 |
| a21oi_2 | 4 |
| dlymetal6s2s_1 | 3 |
| inv_1 | 1 |
| nand4_4 | 1 |
| nand4_1 | 1 |
| nand2_1 | 1 |
| o21ai_1 | 1 |
| nor2b_4 | 1 |
| o211ai_2 | 1 |
| o22a_1 | 1 |
| ha_2 | 1 |
| buf_2 | 1 |
## worst min path at each step
stage                 start  slack [ps]  to
final                  a[6]        1400   c
after global routing   a[6]        1460   c
after CTS              a[7]        1490   c
## metal layers
layer  part of all wire  wire length (microns)
met4                  0                      0
met5                  0                      0
met3               0.13                    111
met1               0.55                    455
met2               0.31                    259
Power and IR drop assume default switching activity.
